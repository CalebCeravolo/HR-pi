--- flow/run.sh ---
#!/bin/bash
# OpenROAD 26Q1-2900-gdf79404cd8, Yosys 0.63+post, stock flow scripts
make -C /OpenROAD-flow-scripts/flow DESIGN_CONFIG=/design/flow/config.mk WORK_HOME=/design/flow/orfs finish
--- flow/config.mk ---
export PLATFORM = sky130hd
export DESIGN_NAME = SPI
export DESIGN_NICKNAME = SPI
export VERILOG_FILES = /design/flow/design.v
export SDC_FILE = /design/flow/constraint.sdc
export NUM_CORES = 4
export LEC_CHECK = 1
export CORE_UTILIZATION = 50
--- flow/constraint.sdc ---
current_design SPI

set clk_period 7.5
set clk_io_pct 0.2

create_clock -name clk0 -period $clk_period [get_ports {CS}]
create_clock -name clk1 -period $clk_period [get_ports {clk}]

set non_clock_inputs [all_inputs -no_clocks]
set_input_delay [expr $clk_period * $clk_io_pct] -clock clk0 $non_clock_inputs
set_output_delay [expr $clk_period * $clk_io_pct] -clock clk0 [all_outputs]
--- flow/design.v ---
module SPI #(parameter data_length = 64) (
    input logic [data_length-1:0] data_out,  
    output logic [data_length-1:0] data_in,  
    input incoming,  
    output logic outgoing,  
    input clk,  
    input CS,   
    output logic data_ready  
    );
    logic [data_length-1:0] data_in_buffer, new_data;
    logic [data_length-1:0] data_loaded, data_inv;
    logic [$clog2(data_length)-1:0] addr, next_addr, addr_eff;
    initial begin
        addr=0;
    end
    always_comb begin
        for (int i = 0; i < data_length; i++)
            data_inv[i]=data_loaded[data_length-1-i];
        next_addr = addr+1'b1;
        new_data = {data_in_buffer[data_length-2:0], incoming};
        outgoing = data_inv[addr];
    end 
    always_ff @(negedge clk or posedge CS) begin
        if (CS) begin
            addr<=0;
        end
        else begin
            addr<=next_addr;
        end
    end
    always_ff @(negedge CS)
        data_loaded<=data_out;
    always_ff @(posedge clk) begin
        data_in_buffer<=new_data;
        if (addr==data_length-1) begin
            data_in<=new_data;
            data_ready<=1'b1;
        end
        else begin
            data_ready<=1'b0;
        end
    end
endmodule
==> CHANGELOG.md <==
### Physical design

* Layout area overhead at 49.7%
* Max-cap violations at 0
* Synth area leaders: dfxtp_1 (48%), edfxtp_1 (36%), mux4_2 (5.1%), dfrtn_1 (2.8%), mux4_1 (2.0%)
* Worst path slowest cell: mux4_2
* Met3 GRT Util at 9.97%
* Hold buffers post-CTS at 0
* Area leader share at 48.2%
* Die Ht at 105 µm
* Worst Path Max Fanout at 5
* Largest net degree at the start of global routing at 66
* WHS at -0.476 ns
* WP buf/inv at 3
* Peak VDD IR at 0.000218 V
* LEAKAGE at 3.31 nW
* Met1 GRT Util at 28.0%
* CP Cell Sequence: buf_6 > buf_16 > mux4_2 > o2111a_1 > nor3_2 > a21oi_1 > buf_2
* Worst reg2reg setup slack at 1.93 ns
* Initial antenna violation count at 0
* Final Wtd Congestion at 0.748
* CP endpoint kind: output pin
* Post-synthesis area per instance at 20.7 µm²
* Dominant flop cell: dfxtp_1
* Crit Path Class: flop to output pin
* Most frequent cells after synthesis: dfxtp_1 (128), edfxtp_1 (64), mux4_2 (12)
* Final setup violation count at 1
* Largest area contributor in the netlist: dfxtp_1
* DIE WIDTH at 105 µm
* Post-route DRC violation count at 0
* Grt met2 use at 24.0%
* Placement Rows at 37
* Final WS setup at -0.00702 ns
* Post-synthesis cell type count at 31
* Yosys cell count at 257
* Crit start category: flop
* Grt total ovfl at 0
* Crit. Startpoint: addr[0]
* RR Startpoint: addr[1]
* Clock Pin Slew Worst Setup and Hold Paths at 0.04 ns
* Tool warning count at 99
* Overall Global Routing Usage at 18.1%
* PortBufs at 131
* Least-Margin Pin Slew at 0.476 ns
* Initial core utilization at 51.5%
* Ports at 133
* Pre-antenna DRT Iters at 6
* Dominant cell by count in the synthesized netlist: dfxtp_1
* Delay-heaviest family, CP: multiplexers
* Final hold vios at 6
* Yosys stat area at 5310 µm²
* Outcome: complete, but fails checks
* Via/cell ratio at 4.44
* # diodes at 0
* CORE AREA at 10300 µm²
* Die ar. at 11000 µm²
* Final WL at 8410 µm
* Async S/R FF share, synth at 3.03%
* Vias in the first global route at 3209
* Syn. warnings at 1
* Mapped Cells at 257
* Synthesized registers at 198
* Clock skew at 0.0752 ns
* Final slew viol count at 0
* Normalized max-slew margin at 68.3%
* HPWL after detailed placement at 5050 µm
* Register share after synthesis at 87.2%
* WP data arrival at 6.01 ns
* Violated checks: negative hold slack, negative setup slack
* DR iter-0 viols at 157
* RSZ-0062 raised after global routing: true
* Critical path's largest stage delay at 0.48 ns
* DR vias at 2867
* Critical Path RT at 6.00 ns
* Share of cells above drive strength 1 at 14.7%
* Post-Route Setup TNS at -0.00702 ns
* Post-synth EDFFs at 64
* Routed Antenna Nets at 0
* Wirelength per Cell at 13.0 µm
* TritonCTS clock tree: built
* PwrDens at 309 nW/µm²
* Busiest grt layer: met1
* Post-Syn Area at 5310 µm²
* First-pass GRT wire length at 14200 µm
* Worst min path class: clock port to async pin
[cell usage in the layout, fill, tap and decap left out, types with 2 or more instances in the layout]
cell type and n:
dfrtn_1 6, edfxtp_1 64, inv_6 5, nand2b_1 2, xnor2_1 3, clkdlybuf4s50_1 130
mux2i_1 3, clkbuf_1 2, mux4_2 12, clkinv_4 4, nor2_1 3, inv_8 3
buf_12 3, clkbuf_16 16, buf_4 7, inv_1 73, clkinv_2 2, bufinv_16 4
dfxtp_1 128, nand3_1 4, clkbuf_8 10, mux4_1 4, nand2_1 3
[registers in the layout, indices dropped and copies added, names as in the netlist]
signal and count:
addr 6, data_in_buffer 63, data_loaded 64, data_in 64, data_ready 1
[what timing repair did]
action | CTS | global route
setup endpoints to repair | 1 | 1
pin swaps | 3 | 1
gates resized | 7 | 1
cloned | 1 | 0
setup buffers | 5 | 0
[worst paths after layout]
path / to / depth (start not counted)
min in group clk1: data_in_buffer[10] / 0
setup reg to reg: data_in[18] / 3
hold reg to reg: data_in_buffer[10] / 0
setup / recovery: outgoing / 7
max in group clk1: data_in[18] / 3
min in group clk0: data_ready / 1
max in group asynchronous: addr[2] / 3
hold / removal: addr[5] / 3
[per-stage QoR]
step,util [%],cells,total power [mW],instance area (µm²),setup slack [ns]
3_3_place_gp,66.0,523,1.27,6810,0.0272
5_1_grt,77.1,646,2.59,7960,-0.144
6_report,77.1,646,2.46,7960,-0.00702
2_1_floorplan,-,257,1.24,5310,0.694
4_1_cts,77.0,646,2.50,7950,-0.0519
3_5_place_dp,66.0,523,1.28,6810,0.0324
[where the power goes]
part / total [mW] / internal, mW / switching [mW]
sequential: 1.15 / 1.14 / 0.0107
combinational: 0.0425 / 0.0359 / 0.00658
clock: 1.27 / 0.721 / 0.544
[tightest hold or removal path, stage by stage]
cell	delay [ns]
clkbuf_8	0.15
clkbuf_8	0.17
inv_1	0.06
[cells by family (layout without fill, tap and decap cells)]
| kind of cell | count (synthesis) | after routing | share of synthesized area [%] |
|---|---|---|---|
| xor gates and xnor gates | 4 | 4 | 0.659 |
| DFF | 198 | 198 | 87.2 |
| muxes | 20 | 20 | 7.84 |
| AOI/OAI and AO/OA | 6 | 6 | 0.965 |
| and+or+nand+nor | 18 | 18 | 1.79 |
| buffers and inverters | 10 | 263 | 1.29 |
| adders and majority gates | 1 | 1 | 0.235 |
[per-layer routing]
metal  vias to the layer above  routed length, µm
met5                         -                  0
met4                         0                 93
met3                         6                651
met2                       117               3840
met1                      1335               3820
li1                       1409                  -
[final cells by class]
cell class | instances | area [µm²]
sequential | 198 | 4630
clock buffer | 28 | 546
tap | 136 | 170
fill | 603 | 2370
clock inverter | 90 | 517
inverter | 2 | 7.51
timing repair buffer | 143 | 1460
multi-input combinational | 49 | 623
Power figures rest on the tool's default switching activity, not on a simulated workload.
