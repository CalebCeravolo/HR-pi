==> design.v <==
module pwm (
           input clk,  
           output sig,  
           input logic [20:0] period,  
           input logic [20:0] uptime
           );
    logic [20:0] counter;  
    initial begin
        counter=0;
    end
    always_ff @(posedge clk) begin
        if (counter>=period)  
            counter<=0;
        else 
            counter<=counter+1'b1;
    end
    assign sig = (counter<uptime);
endmodule
==> run.sh <==
#!/bin/bash
# OpenROAD 26Q1-2900-gdf79404cd8, Yosys 0.63+post, stock flow scripts
make -C /OpenROAD-flow-scripts/flow DESIGN_CONFIG=/design/flow/config.mk WORK_HOME=/design/flow/orfs finish
==> config.mk <==
export PLATFORM = sky130hd
export DESIGN_NAME = pwm
export DESIGN_NICKNAME = pwm
export VERILOG_FILES = /design/flow/design.v
export SDC_FILE = /design/flow/constraint.sdc
export NUM_CORES = 4
export LEC_CHECK = 1
export CORE_UTILIZATION = 40
==> constraint.sdc <==
current_design pwm

set clk_period 4.5
set clk_io_pct 0.2

create_clock -name clk0 -period $clk_period [get_ports {clk}]

set non_clock_inputs [all_inputs -no_clocks]
set_input_delay [expr $clk_period * $clk_io_pct] -clock clk0 $non_clock_inputs
set_output_delay [expr $clk_period * $clk_io_pct] -clock clk0 [all_outputs]
==> impl_metrics.toml <==
# implementation run metrics
[status]
run_status = "completed"

[hold_path]
timing.hold.worst.class = "register to register"
timing.hold.worst.start = "counter[0]$_SDFF_PP0_"

[grt]
grt_antenna_before_repair = 0
grt_usage_pct = 16.3
grt_max_degree = 22
via_count_of_the_first_global_routing_pass = 1515
globalRouteOverflowTotal = 0
first_pass_grt_wire_length_mm = 6.52

[worst_setup_path]
crit_path_max_fanout = 2
critical_path_class = "input port to output pin"
worstPathRequired_ns = 3.60
reg2reg_launch_point = "counter[12]$_SDFF_PP0_"
crit_path_end = "sig"
crit_path_start = "uptime[2]"
crit_slowest_cell = "sky130_fd_sc_hd__clkdlybuf4s50_1"
critical_path.max_stage_delay_ns = 0.45
regToRegSetupSlack_ns = 2.64
critPathArrivalTime_ns = 2.95
critPathMostFrequentCell = "sky130_fd_sc_hd__clkdlybuf4s50_1"
setup.worst_path.start_class = "input port"
r2r.worst_path.cells = 7
crit_path_cell_trace = "clkdlybuf4s50_1 -> inv_1 -> ha_1 -> nand2_1 -> o21ai_0 -> a31oi_1 -> o41ai_1 -> a21oi_1 -> clkdlybuf4s50_1"
crit-reg2reg-capture = "counter[15]$_SDFF_PP0_"
critical_path.endpoint_type = "output pin"

[clock_tree]
postCtsSetupRepairBufs = 0
path_clk_slew_ns = 0.08
clock_insertion_delay_worst_skew_ns = 0.26
ctsHtreeMaxLevel = 1
clock-sinks = 21
clock_tree_from_tritoncts = "built"
cts.path.max_buffers = 2
ctsRootBufferMaster = "sky130_fd_sc_hd__clkbuf_8"
cts_repair_resize_count = 0
quantity_of_hold_fixing_buffers_added_after_cts = 0
cts-buffers-inserted = 3

[power_and_ir_drop]
worst_ir_drop_vdd_mv = 0.156
leakage_nw = 1.29
power_density_nw_per_um2 = 196

[final_timing]
final.setup_skew_ns = 0.00185
setup_tns_ns = 0
report.final.setup_viol = 0
rsz0062_at_grt = "false"
min_period_ns = 3.85
finalClockPeriodUsage_pct = 85.4
worst_slew_margin_rel_pct = 69.1
finalHoldViolations = 0
final_report_max_slew_violation_count = 0
max_clock_freq_ghz = 0.260
timing_worst_slew_pin_value_ns = 0.457

[logic_synthesis]
synth_top_cell_by_count = "sky130_fd_sc_hd__inv_1"
synth.distinct_cells = 30
ys_chip_area_um2 = 1910
ys_cells = 237
synth.avg_cell_area_um2 = 8.07
ys.flops = 21
yosysTopAreaCell = "sky130_fd_sc_hd__ha_1"
synth_largest_type_area_fraction_pct = 27.5
fraction_of_the_yosys_area_taken_by_sequential_cells_pct = 22.0
summed_instance_area_of_the_synthesized_netlist_um2 = 1910
yosys_warnings = 1
commonest_cells_in_the_synthesized_netlist = "sky130_fd_sc_hd__inv_1 (43), sky130_fd_sc_hd__ha_1 (42), sky130_fd_sc_hd__nor2_1 (26)"
syn-instance-count = 237
async_flop_share_pct = 0
enable_flop_cells = 0
ys_dominant_reg_cell = "sky130_fd_sc_hd__dfxtp_1"
synth.top_cells.by_area = "sky130_fd_sc_hd__ha_1 (27%), sky130_fd_sc_hd__dfxtp_1 (22%), sky130_fd_sc_hd__inv_1 (8.4%)"

[detailed_routing]
diodes = 0
drc = 0
routed_wire_length_per_instance_um = 11.0
route.vias.total = 1625
drt_first_iter_violations = 76
wl_mm = 3.67
route.detailed.vias_per_inst = 4.85
ant_nets = 0
length_of_the_first_detailed_routing_pass_in_iterations = 16

[die]
die_w_um = 71.1
floorplan.rows = 24
floorplan.die_area_um2 = 5060
core_um2 = 4470
core_util_floorplan_pct = 42.7
boundaryPins = 44
die_ht_um = 71.1

[finish]
registers.top_by_ff_count = "counter"
final_core_utilization_pct = 54.5
largest_reg_flops = 21
reg.largest.list = "counter: 21 flops"
syn2layout_area_growth_pct = 27.6
ratio_of_cells_with_drive_above_1_in_the_final_layout_pct = 3.89

[placed_design]
dpl.hpwl_mm = 3.01
gp_congestion = 0.773
io_buffers = 43

[flow_run]
drv_cap = 0
openroad.warnings = 25
placed cells by master (no fill, tap or decap), drive strengths merged:
cell type / synthesis / layout
inv: 43 / 43
clkdlybuf4s50: 0 / 43
ha: 42 / 42
nor2: 28 / 28
dfxtp: 21 / 21
a21oi: 17 / 17
nand2: 14 / 14
xor2: 14 / 14
nand4: 9 / 9
nand3: 9 / 9
o21ai: 8 / 8
a21o: 6 / 6
and4: 5 / 5
xnor2: 5 / 5
and3: 4 / 4
clkbuf: 0 / 3
nor3: 2 / 2
o211ai: 2 / 2
nor2b: 1 / 1
a31oi: 1 / 1
o41ai: 1 / 1
a221oi: 1 / 1
o21a: 1 / 1
a211o: 1 / 1
clkinv: 0 / 1
buf: 2 / 1
per-layer routing:
layer  wire, µm  global-route usage [%]  up-vias
li1           -                       -      899
met1       1950                    24.5      697
met2       1590                    26.7       27
met3        124                    2.31        2
met4          8                   0.444        0
met5          0                       0        -
critical path, delay by kind of cell:
family	cells	cell delay (ns)
buffers and inverters	3	0.91
AOI/OAI and AO/OA	4	0.80
adders and majority gates	1	0.28
and+or+nand+nor	1	0.05
where the power goes:
part | switching (mW) | internal (mW) | total (mW)
combinational | 0.0539 | 0.0796 | 0.134
sequential | 0.0231 | 0.197 | 0.220
clock | 0.0617 | 0.0616 | 0.123
total | 0.139 | 0.338 | 0.477
kinds of logic (layout without fill, tap and decap cells):
| family | after synthesis | in the layout | synth area share, % |
|---|---|---|---|
| AND-OR/OR-AND | 38 | 38 | 12.0 |
| XOR/XNOR | 19 | 19 | 8.70 |
| adder cells (fa/ha/maj) | 42 | 42 | 27.5 |
| buffers and inverters | 45 | 91 | 9.62 |
| flip-flops | 21 | 21 | 22.0 |
| AND/OR/NAND/NOR | 72 | 72 | 20.2 |
worst min-delay path by stage:
stage                 slack (ns)                    end  depth (start not counted)
after CTS                   0.51  counter[0]$_SDFF_PP0_                          1
after global routing        0.52  counter[0]$_SDFF_PP0_                          1
final                       0.51  counter[0]$_SDFF_PP0_                          1
through the flow:
stage	hold WS, ns	setup WS, ns	instance area [µm²]	total power, mW	instances
floorplan	0.451	1.82	1910	0.302	237
global placement	0.475	0.608	2390	0.357	331
detailed placement	0.491	0.591	2390	0.360	331
CTS	0.509	0.588	2440	0.485	335
global route	0.517	0.504	2440	0.519	335
finish	0.507	0.655	2440	0.477	335
area by class of cell:
class,instances,area (µm²)
Timing Repair Buffer,44,438
Inverter,43,161
Tap cell,52,65.1
Fill cell,427,2040
Sequential cell,21,420
Multi-Input combinational cell,171,1310
Clock buffer,3,41.3
Clock inverter,1,5.00
Power and IR drop assume default switching activity.
