==> ./design.v <==
module ultrasonic_sensor (
    input logic clk,
    input logic rst,  
    input logic trigger,
    input logic echo,
    output logic [15:0]distance,
    output logic trigger_out,
    output logic valid,
    output logic ready
);
enum logic [2:0] {IDLE, TRIGGERING, WAITING_FOR_ECHO, SENDING_DISTANCE} ps, ns;
logic [15:0] counter;
always_ff @ (posedge clk) begin
    if (rst) begin
        ps <= IDLE;
        counter <= '0;
    end
    else begin
        ps <= ns;
        if (ns != ps && ns != SENDING_DISTANCE) begin
            counter <= '0;         
        end else if (ps == TRIGGERING || ps == WAIT_ECHO_HIGH || ps == MEASURE_ECHO) begin
            counter <= counter + 1; 
        end
    end
end
always_comb begin 
    ns = ps;
    trigger_out = 0;
    ready = 0;
    valid = 0;
    if (ps == IDLE) begin
        trigger_out = 0;
        ready = 1;
        valid = 0;
        if (trigger)
            ns = TRIGGERING;
    end
    else if (ps == TRIGGERING) begin
        trigger_out = 1;
        ready = 0;
        valid = 0;
        if (counter > 10) begin
            trigger_out = 0;
            if (echo)
                ns = WAITING_FOR_ECHO;
            else if (counter > 36000) begin
                ns = IDLE;
            end
        end
    end
    else if (ps == WAITING_FOR_ECHO) begin
        trigger_out = 0;
        valid = 0;
        ready = 0;
        if (!echo) begin
            ns = SENDING_DISTANCE;
        end
        else if (counter > 36000) begin
            ns = IDLE;
        end
    end
    else if (ps == SENDING_DISTANCE) begin
        valid = 1;
        trigger_out = 0;
        ready = 0;
        ns = IDLE;
    end
end
assign distance = counter;
endmodule
==> ./run.sh <==
#!/bin/bash
# OpenROAD 26Q1-2900-gdf79404cd8, Yosys 0.63+post, stock flow scripts
make -C /OpenROAD-flow-scripts/flow DESIGN_CONFIG=/design/flow/config.mk WORK_HOME=/design/flow/orfs finish
==> ./config.mk <==
export PLATFORM = sky130hd
export DESIGN_NAME = ultrasonic_sensor
export DESIGN_NICKNAME = ultrasonic_sensor
export VERILOG_FILES = /design/flow/design.v
export SDC_FILE = /design/flow/constraint.sdc
export NUM_CORES = 4
export LEC_CHECK = 1
export CORE_AREA = 10 10 83 83
export DIE_AREA = 0 0 93 93
==> ./constraint.sdc <==
current_design ultrasonic_sensor

set clk_period 4.1
set clk_io_pct 0.2

create_clock -name clk0 -period $clk_period [get_ports {clk}]

set non_clock_inputs [all_inputs -no_clocks]
set_input_delay [expr $clk_period * $clk_io_pct] -clock clk0 $non_clock_inputs
set_output_delay [expr $clk_period * $clk_io_pct] -clock clk0 [all_outputs]
==> run summary <==
run results: # Cells Yosys=127, clk root buf=clkbuf_8, Cell Type Count=37, fmax=347 MHz, Post-Syn Instances=127, largest net degree at the start of global routing=17, fraction of layout cells with a size suffix above 1=18.1%, Internal Power=0.307 mW, gr ovfl total=0, Pre-Place Util=22.2%, Post-DRT Antenna Nets=0, number of enable flip-flop cells=0, crit path from=counter[1], Fin Clk Skew=0.00335 ns, origin of the critical flop-to-flop path=counter[1], placed instance area=0.00141 mm^2, initial antenna violation count=0, hold crit path type=flip-flop to flip-flop, Setup CP Type=flip-flop to output pin, # diodes=0, hold path cells=1, row cnt=26, worst hold start=ps[2], Leak=0.463 nW, CTS Hold Bufs=0, core area=0.00514 mm^2, Finished Cell Area=0.00145 mm^2, final period demand of the worst path=2.88 ns, Synth async-reset ratio=0%, Post-synth seq share=33.3%, Clock power frac=31.8%, Final Power=0.415 mW, DRT Pass-1 Iters=4, Final Cycle Share=70.2%, switching power=0.108 mW, Sink Count=19, tool warnings=26, count of final hold-check violations=0, Max Root-Sink Buffers=2, Placer Congestion=0.793, CTS buffer count=3, wire per inst=11.7 um, # H-tree levels=1, Post-DP HPWL=1900 um, yosys warns=5, worst hold path endpoint=ps[2], GRT Overall Usage=5.82%, reg2reg end=counter[1], Total Wirelength=2570 um, Netlist Area Pre-Place=0.00114 mm^2, area grow syn2layout=26.9%, vertical die size=93 um, Commonest flop=dfxtp_1, global-route wire length before repair=4330 um, via/cell ratio=4.35, vias in the first global route=907, Slew HR=70.8%, Max-Cap Viols=0, Dominant cell area share=33.3%, Worst-path clk slew=0.07 ns, status=completed, Die ar.=0.00865 mm^2, non-filler cells, final=219, Reg power frac=51.1%, Post-synth area hogs=dfxtp_1 33%, xnor2_1 10%, a21oi_2 7.7%, Resized cells post-CTS=0, crit path DRT=3.28 ns, top cells by instance count after synthesis=19 x dfxtp_1, 13 x xnor2_1, 10 x a21oi_2, 10 x nor2_1, 8 x nand2_1, switch share=26.0%, Post-route DRC=0, Reg2Reg Depth=6, Final Core Density=28.2%, FF-to-FF setup slack=2.03 ns, total negative slack=0 ns, Registers, synthesis=19, Post-CTS Setup Inserts=0, Post-Syn Area per Cell=8.99 um^2, placed cell count=215, peak supply drop=0.0919 mV, cell taking the most area after synthesis=dfxtp_1, crit-path max FO=7, Port Buffers=22, combinational share of power=17.1%, fin. max-slew vios=0, Setup Viol. Count Final=0, clk latency late pin=0.26 ns, Die W=93 um, Top Ports=23, Slew @ Worst Pin=0.438 ns, crit path DAT=2.06 ns, unrepaired setup endpoints after global routing=no, most frequent cell after synthesis=dfxtp_1, crit path launch type=flip-flop, pwr dens=287 mW/mm^2, DRT iter0 DRCs=82, CP Capture Type=output pin, Chip Area, Yosys=0.00114 mm^2, vias=953, CTS tree=built
==> worst max-delay path, stage by stage, from the launching register on <==
cell             delay [ns]
dfxtp_1                0.44
ha_1                   0.17
and2b_2                0.20
o21ai_0                0.25
nand3_2                0.14
nor2_1                 0.12
clkdlybuf4s50_1        0.47
==> final cells by class <==
cell class,instances,area [um^2]
Multi-Input combinational cell,97,687
Inverter,6,22.5
Fill cell,562,3690
Tap cell,70,87.6
Sequential cell,19,380
Clock buffer,4,45.0
Timing Repair Buffer,23,228
==> cells in the final DEF (no fill, tap or decap), types with 3 or more instances in the layout <==
master,netlist,routed
a21oi_1,7,7
a21oi_2,10,10
clkbuf_8,0,3
clkdlybuf4s50_1,0,22
dfxtp_1,19,19
inv_1,6,6
nand2_1,8,8
nand3_1,4,4
nand4_1,3,3
nor2_1,10,10
nor3_1,6,6
o21ai_0,4,4
xnor2_1,13,13
==> worst max-delay path by stage <==
stage	cells after the start	slack, ns	endpoint
final	6	1.22	trigger_out
after CTS	6	1.19	trigger_out
after global routing	6	1.03	trigger_out
==> registers in the layout, summed over array words and instances, names as in the netlist <==
register	count
counter	16
ps	3
==> per-layer routing <==
layer,track usage (%),part of all wire (%),vias to the layer above,wire (um)
li1,-,-,494,-
met1,7.58,46,436,1180
met2,9.70,48,17,1230
met3,1.13,4.2,6,109
met4,1.41,1.8,0,47
met5,0,0,-,0
==> power by group through the flow <==
stage	logic [mW]	registers, mW	clock network [mW]
4_1_cts	0.0728	0.213	0.137
5_1_grt	0.0806	0.215	0.143
6_report	0.0712	0.212	0.132
==> per-stage QoR <==
| step | setup WS, ns | hold slack [ns] |
|---|---|---|
| floorplan | 2.10 | 0.513 |
| global placement | 1.49 | 0.553 |
| detailed placement | 1.48 | 0.552 |
| CTS | 1.19 | 0.564 |
| global route | 1.03 | 0.580 |
| finish | 1.22 | 0.566 |
==> kinds of logic (layout without fill, tap and decap cells) <==
group	Yosys count	after routing	share of synthesized area [%]
AND-OR/OR-AND	29	29	20.2
XOR/XNOR	15	15	11.5
adder cells (fa/ha/maj)	2	2	2.19
buffers and inverters	11	33	6.57
flip-flops	19	19	33.3
AND/OR/NAND/NOR	51	51	26.3
No activity file was given, so power comes from the tool's default toggle rates.
